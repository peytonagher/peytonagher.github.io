==> flow/config.mk <==
export PLATFORM = sky130hd
export DESIGN_NAME = FSM
export DESIGN_NICKNAME = FSM
export VERILOG_FILES = /design/flow/design.v
export SDC_FILE = /design/flow/constraint.sdc
export NUM_CORES = 4
export LEC_CHECK = 1
export CORE_AREA = 10 10 70 70
export DIE_AREA = 0 0 80 80
==> flow/run.sh <==
#!/bin/bash
# OpenROAD 26Q1-2900-gdf79404cd8, Yosys 0.63+post, stock flow scripts
make -C /OpenROAD-flow-scripts/flow DESIGN_CONFIG=/design/flow/config.mk WORK_HOME=/design/flow/orfs finish
==> flow/constraint.sdc <==
current_design FSM

set clk_period 3.6
set clk_io_pct 0.2

create_clock -name clk0 -period $clk_period [get_ports {clk}]

set non_clock_inputs [all_inputs -no_clocks]
set_input_delay [expr $clk_period * $clk_io_pct] -clock clk0 $non_clock_inputs
set_output_delay [expr $clk_period * $clk_io_pct] -clock clk0 [all_outputs]
==> flow/design.v <==
`timescale 1ns / 1ps
module FSM(clk, s, h, d, t, p, ct, L, state);
    input clk, s, h, d, t;
    output reg p;
    output reg ct;
    output reg [3:0] L;
    output reg [4:0] state;
    parameter idle = 0;
    parameter start = 1;
    parameter r50c = 2;
    parameter r100c = 3;
    parameter r150c = 4;
    parameter r200c = 5;
    parameter r250c = 6;
    parameter st30 = 7;
    parameter tim30 = 8;
    parameter st60 = 9;
    parameter tim60 = 10;
    parameter st90 = 11;
    parameter tim90 = 12;
    parameter st120 = 13;
    parameter tim120 = 14;
    parameter d50cb = 15;
    parameter d50ca = 16;
    initial begin
        state = idle;
        p = 0;
        L = 4'b0001;
        ct = 0;
    end
    always @(posedge clk) begin
        case (state)
            idle:   if (s) state <= start;
                    else state <= idle;
            start:  if (s && h) state <= r50c;
                    else if (s && d) state <= r100c;
                    else state <= idle;
            r50c:   if (s && h) state <= r100c;
                    else if (s && d) state <= r150c;
                    else if (!s) state <= st30;
            r100c:  if (s && h) state <= r150c;
                    else if (s && d) state <= r200c;
                    else if (!s) state <= st60;
            r150c:  if (s && h) state <= r200c;
                    else if (s && d) state <= r250c;
                    else if (!s) state <= st120;
            r200c:  if (s && h) state <= r250c;
                    else if (!s) state <= d50cb;
            r250c:  state <= d50ca;
            d50cb:  state <= st120;
            d50ca:  state <= d50cb;
            st30:   state <= tim30;
            st60:   state <= tim60;
            st90:   state <= tim90;
            tim90:  if (t) state <= st60;
                    else state <= tim90;
            st120:  state <= tim120;
            tim120: if (t) state <= st90;
                    else state <= tim120;
            default:    state <= idle;
        endcase
    end
    always @(state)
        begin
            p = (state == d50cb || state == d50ca);
            ct = (state == st30 || state == st60 || state == st90 || state == st120);
            L[0] = (state == idle || state == start);
            L[1] = !(state == idle || state == start);
            L[2] = !(state == idle || state == start || state == r50c || state == st30 || state == tim30);
            L[3] = (L[2] && !(state == r100c || state == st60 || state == tim60));
        end
endmodule
==> reports/qor.csv <==
metric,value,unit
status,"finished, final reports clean",
cell internal pwr,0.000356,W
Max-Cap Viols,0,
Yosys warning count,1,
# DRC,0,
Hold EP,state[1],
class of the worst hold path,flop to flop,
Worst R2R End,state[1],
Pwr per Cell Area,771,nW/um^2
GR Overflow Total,0,
fraction of layout cells with a size suffix above 1,13.5,%
worst hold start,state[4],
cycle use final,77.3,%
fillers,387,
post-detailed-routing wire length,1620,microns
IO buf count,15,
# rows,21,
Die Area,6400,sq um
final setup violation count,0,
Hold WS,0.950,ns
worst slew pin tran,0.573,ns
Post-synth seq share,24.7,%
"Slew Viols, Final",0,
largest net degree at the start of global routing,20,
"Reg clk slew, reported paths",0.04,ns
sw power,0.000261,W
r2r setup slk,1.78,ns
Post-Syn Instances,76,
crit end category,output pin,
crit path DRT,2.88,ns
RD Place Congestion,0.883,
die height,80,microns
antenna violations before repair,0,
Top cell area share,24.7,%
min cycle time layout,2.78,ns
worst r2r path cells,3,
Commonest Layout Cell,clkdlybuf4s50_1,
clock skew after layout,0.0000661,ns
max reg flops,5,
Reg power frac,32.8,%
number of global-route vias before repair,534,
synthesized area,608,sq um
DR vias,619,
# hold bufs at CTS,0,
setup bufs post-CTS,0,
Synth flops,5,
CTS tree,done,
first-pass GRT wire length,2530,microns
dpl ws,1.07,ns
Leak,0.287,nW
ant diodes,0,
CTS Root Cell,clkbuf_4,
setup ws final,0.815,ns
Logic pwr share,56.7,%
Clk pwr share,10.5,%
die width,80,microns
Starting Density,17.8,%
stage-log warning count,25,
Top cells excl fill/tap,"clkdlybuf4s50_1 (15), a21oi_1 (5), nor2_1 (5), edfxtp_1 (5)",
peak supply drop,0.196,mV
Highest Clock Rate,0.359,GHz
Top cells by area,"edfxtp_1 (25%), o211ai_1 (4.9%), a21oi_1 (4.1%)",
Setup crit start kind,flop,
clock sink count,5,
core area,3420,sq um
post-DP HPWL,1180,microns
RSZ-0062 raised after global routing,false,
Routed Antenna Nets,0,
Via density,4.59,
final hold vios,0,
Post-CTS Resized,0,
WP data arrival,2.06,ns
Yosys top cell by area,edfxtp_1,
Critical Path Fanout Max,19,
Crit Path Class,flop to output pin,
# Cells Yosys,76,
cts bufs inserted,3,
drt pass-1 iters,4,
hold depth,1,
Unique cell types,38,
Area Overhead vs Synth,31.7,%
H-tree depth,1,
clk latency late pin,0.24,ns
Top Ports,16,
chip area in the Yosys report,608,sq um
CTS Buffer Depth,2,
global-route usage over all layers,4.70,%
DR iter-0 viols,59,
Sw Share,42.3,%
setup TNS,0,ns
Largest regs,state (5),
Worst slew margin,61.8,%
register with the most flip-flops,state,
Reg2Reg Launch Point,state[2],
Syn Area/Cell,8.00,sq um
Avg WL per Cell,12.0,microns
==> stage by stage <==
stage               instance area, sq um  util [%]  std cells  total power (W)
floorplan                            608         -         76         0.000407
global placement                     774      22.7        131         0.000558
detailed placement                   774      22.7        131         0.000558
CTS                                  801      23.4        135         0.000627
global route                         801      23.4        135         0.000678
finish                               801      23.4        135         0.000617
==> Yosys cell counts <==
cell type,instances
o31a_1,1
o211ai_1,4
nand2_1,4
o22ai_1,1
a221oi_2,1
nor4_1,1
nor4b_1,1
nand2_2,2
o21bai_1,1
a211o_1,2
inv_2,1
nor2_2,2
o41ai_2,1
and2_1,1
a21oi_2,1
inv_1,4
a211oi_2,1
buf_6,1
or3_1,1
xor2_1,1
o21ai_0,4
or2b_1,1
edfxtp_1,5
and3_1,2
and3b_1,1
nand2b_1,3
nand4b_1,1
nor3_1,1
a21o_1,1
o21ai_1,3
mux2i_1,2
a21oi_1,5
nand3_1,3
nor2_1,5
o31ai_1,1
buf_2,3
o32ai_1,1
buf_4,2
==> cell type report <==
type                    instances  area (sq um)  share of cell area (%)
clock buffers                   4          26.3                    3.28
inverters                       5          18.8                    2.34
multi-input cells              60           398                    49.7
flip-flops and latches          5           150                    18.8
well taps                      46          57.6                    7.19
repair buffers                 15           150                    18.8
==> layer usage <==
layer,part of all wire (%),vias to the layer above,track usage [%]
li1,-,309,-
met4,1.9,0,1.41
met3,12,2,1.82
met2,44,28,6.58
met5,0,-,0
met1,41,280,6.49
==> power groups by stage <==
stage / Sequential (W) / Clock (W) / Combinational (W)
4_1_cts: 0.000202 / 0.0000676 / 0.000358
5_1_grt: 0.000213 / 0.0000707 / 0.000394
6_report: 0.000202 / 0.0000648 / 0.000350
==> worst max-delay path, cell delays in order, from the launching register on <==
cell and delay [ns]:
edfxtp_1 0.62, nor2_2 0.27, inv_1 0.08, or3_1 0.34, inv_2 0.05, clkdlybuf4s50_1 0.45
==> worst max-delay path by stage <==
stage | cells past startpoint | start | to
after CTS | 5 | state[3] | L[0]
after global routing | 5 | state[3] | L[0]
final | 5 | state[3] | L[0]
==> cell families (layout without fill, tap and decap cells) <==
| family | Yosys count | after routing | synth area share (%) |
|---|---|---|---|
| XOR/XNOR | 1 | 1 | 1.44 |
| multiplexers | 2 | 2 | 3.29 |
| AND-OR/OR-AND | 28 | 28 | 34.0 |
| buffers and inverters | 11 | 24 | 9.87 |
| flip-flops | 5 | 5 | 24.7 |
| AND/OR/NAND/NOR | 29 | 29 | 26.7 |
Power is estimated from default activity; no workload was simulated.
