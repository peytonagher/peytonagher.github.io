==> /design/flow/run.sh <==
#!/bin/bash
# OpenROAD 26Q1-2900-gdf79404cd8, Yosys 0.63+post, stock flow scripts
make -C /OpenROAD-flow-scripts/flow DESIGN_CONFIG=/design/flow/config.mk WORK_HOME=/design/flow/orfs finish
==> /design/flow/config.mk <==
export PLATFORM = sky130hd
export DESIGN_NAME = timerFSM
export DESIGN_NICKNAME = timerFSM
export VERILOG_FILES = /design/flow/design.v
export SDC_FILE = /design/flow/constraint.sdc
export NUM_CORES = 4
export LEC_CHECK = 1
export CORE_AREA = 10 10 70 70
export DIE_AREA = 0 0 80 80
==> /design/flow/constraint.sdc <==
current_design timerFSM

set clk_period 2.6
set clk_io_pct 0.2

create_clock -name clk0 -period $clk_period [get_ports {tclk}]

set non_clock_inputs [all_inputs -no_clocks]
set_input_delay [expr $clk_period * $clk_io_pct] -clock clk0 $non_clock_inputs
set_output_delay [expr $clk_period * $clk_io_pct] -clock clk0 [all_outputs]
==> /design/flow/design.v <==
`timescale 100ps / 10ps
module timerFSM(
    input tclk,
    input ct,
    output reg t,
    output reg [10:0] count
    );
    initial
        begin
            count = 11'b11100001000;
            t = 0;
        end
    always @(negedge tclk)
        begin
            if (count == 0)
                t <= 1;
            else
                t <= 0;
        end
    always @(posedge tclk)
        begin
            if (ct == 1)
                count = 11'b11100001000;
            else 
                count = (count - 11'b1);
        end
endmodule
==> results.cfg <==
; generated from flow reports
[outcome]
outcome = complete, no violations

[clock_network]
clk_latency_ns = 0.33
cts.sinks = 12
htree_levels = 1
clk_pin_slew_ns = 0.08
cts_tree = done
clock_path_buffers = 2
cts-root-buf = clkbuf_4
numCtsBuffers = 3

[yosys]
synth_warnings = 1
synthCells = 55
async_flop_share_pct = 0
topCellsByArea = dfxtp_1 47%, nor2_1 5.1%, ha_1 4.9%
avgSynthCellArea_um2 = 9.373
top_area_cell = dfxtp_1
synthFlopType = dfxtp_1
edf_count = 0
top_cell_area_share_pct = 46.60
yosys_area_um2 = 515.5
ys_cells = 55
seq_area_frac_synth_pct = 46.60
ys_ff = 12
netlist_area_um2 = 515.5
synth_cell_types = 20

[power_and_ir_drop]
seq_power_share_pct = 44.7
p_int_w = 0.0003585
combPwrFrac_pct = 23.7
clkPwrFrac_pct = 31.7
powerDensity_mw_per_mm2 = 612.3
switchingPower_w = 0.0001226
sw_frac_of_total_pct = 25.49
ir_drop_v = 0.0002171
p_leak_nw = 0.2920

[sta]
slew_violations = 0
worst_slew_pin_slew_ns = 0.4651
final_hold_viol_count = 0
setup_tns_ns = 0
finalSetupViolations = 0
max-slew-margin-rel_pct = 68.90
clock_skew_ns = 0.06261
rsz0062_at_grt = false
whs_ns = 0.5220

[cells_and_area]
syn2layout_area_growth_pct = 52.43
drive_above_1_share_pct = 17.95
final_core_utilization_pct = 23.00

[setup_path]
slowest_stage = dfxtp_1
worstPathArrival_ns = 2.01
crit_path_end_kind = output port
path_buffers = 1
critPathRequiredTime_ns = 2.08
cp_slowest_stage_delay_ns = 0.28
path_cells = buf_2
critPathMaxFanout = 1
crit_family = flip-flops
reg2reg_from = count[8]
crit_start = t
crit_type = reg2out
crit_path_start_kind = register

[route]
drc_errors = 0
drt_iter0_markers = 6
firstDrtPassIters = 3
diodes = 0
avgViaCountPerCell = 3.645
detail-route-antenna-nets = 0
vias = 452
wl_per_cell_um = 9.887
routed_wl_mm = 1.226

[placed_design]
place.gp.congestion = 0.7748
hpwlAfterDp_um = 972.2
portBuffers = 13

[floorplanning]
chipArea_mm2 = 0.006400
core-area_mm2 = 0.003416
dieHeight_um = 80
num_rows = 21
ios = 14
die_w_um = 80
core_util_floorplan_pct = 15.09

[job]
tool_warnings = 27
cap_violations = 0

[worst_hold_path]
hold_class = reg2reg
hold_start = count[5]

[global_routing]
antenna_found_initial = 0
grt_first_pass_wirelength_mm = 2.001
grt_overflow = 0
grt_max_degree = 15
grt_pass1_vias = 456
grtUsageTotal_pct = 3.849
[routing by layer]
layer	up-vias	part of all wire (%)	wire length, um	global-route usage, %
li1	239	-	-	-
met1	200	41	497	3.530
met2	11	47	577	6.822
met3	2	11	139	2.727
met4	0	0.98	12	0.7042
met5	-	0	0	0
[worst paths after layout]
| kind | to | slack (ns) | depth (start not counted) |
|---|---|---|---|
| worst max register to register | t | 0.11 | 2 |
| worst min register to register | count[5] | 0.52 | 2 |
| worst min-delay path | count[5] | 0.52 | 2 |
| worst max-delay path | t | 0.07 | 1 |
[state kept, by name, indices dropped and copies added, names as in the netlist]
register / count
count: 11
t: 1
[final cells by class]
type	instances	area [um^2]
clock buffer	4	36.28
clock inverter	1	3.754
fill	375	2630
inverter	3	11.26
multi-input combinational	37	251.5
sequential	12	240.2
tap	46	57.56
timing repair buffer	21	185.2
[repair_timing]
item	4_1_cts	5_1_grt
setup endpoints to repair	1	0
hold endpoints to repair	0	0
resized	3	0
hold buffers	0	0
setup buffers	0	0
[Yosys cell counts (2+ instances only)]
cell type and n:
ha_1 2, or3_1 4, dfxtp_1 12, mux2i_1 2, o21ai_0 2, nor2_1 7, xnor2_1 2, inv_1 4
nor4_1 4, nor2b_1 3, or4_1 3, a21oi_1 2
[power groups by stage]
stage | registers (W) | logic [W] | clock network [W]
final | 0.000215 | 0.000114 | 0.000152
after global routing | 0.000218 | 0.000126 | 0.000169
after CTS | 0.000215 | 0.000117 | 0.000159
[logic make-up (layout without fill, tap and decap cells)]
logic type | Yosys count | after routing | share of synthesized area, %
flops | 12 | 12 | 46.60
xor+xnor | 2 | 2 | 3.399
buf+inv | 6 | 29 | 4.609
compound gates | 6 | 6 | 7.040
mux | 3 | 3 | 6.068
simple gates | 24 | 24 | 27.43
fa+ha+maj | 2 | 2 | 4.854
[stage by stage]
step                instance area, um^2  instances  total power (W)  setup WS (ns)
finish                            785.8        124        0.0004811        0.06995
global route                      785.8        124        0.0005134       0.008238
CTS                               785.8        124        0.0004910        0.05553
detailed placement                754.5        120        0.0003401        0.03454
global placement                  754.5        120        0.0003374        0.03555
floorplan                         515.5         55        0.0002727        0.04961
[layout by cell type, fill, tap and decap left out, types with 3 or more instances in the layout]
cell,instances
dfxtp_1,12
or3_1,4
or4_1,3
inv_1,4
nor2b_1,3
clkbuf_4,3
nor4_1,4
clkdlybuf4s50_1,12
nor2_1,7
buf_4,8
Power figures rest on the tool's default switching activity, not on a simulated workload.
